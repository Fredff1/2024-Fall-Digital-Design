`./design.v`:
```
`timescale 1ns / 1ps
module ButtonDebounce(
    input CLK100MHZ,    
    input [2:0] SW,      
    input [3:0] money,         
    output reg [7:0] totalMoney
);
    reg [3:0] money_in = 4'b0;
    reg [23:0] count = 24'b0;    
    reg clk = 0;                
    reg [2:0] prev_SW;
    always @(posedge CLK100MHZ) begin
        count <= count + 1;
        if (count[23] == 1) begin
            clk <= ~clk;      
            count <= 24'b0;     
        end
    end
    always @(posedge clk) begin
        money_in <= money;  
    end
    always @(posedge CLK100MHZ) begin
        if (SW != prev_SW) begin
            totalMoney <= 8'd0;
            prev_SW <= SW; 
        end
    end
    always @(posedge clk) begin
        if (money_in[0] == 1)
            totalMoney <= totalMoney + 8'd5;
        else if (money_in[1] == 1)
            totalMoney <= totalMoney + 8'd10;
        else if (money_in[2] == 1)
            totalMoney <= totalMoney + 8'd20;
        else if (money_in[3] == 1)
            totalMoney <= totalMoney + 8'd50;
    end
endmodule
`timescale 1ns / 1ps
module BuyProduct(
    input CLK100MHZ,
    input [2:0] SW,
    input BTNC, BTNU, BTNL, BTNR,
    output DP, 
    output CA, CB, CC, CD, CE, CF, CG,
    output [7:0] AN,
    output reg [0:0] LED
);
    reg [7:0] prices [0:5];
    reg [7:0] itemPrice;
    reg [3:0] inputButton;
    reg [7:0] totalMoney;
    wire [7:0] totalMoneySave;
    wire [6:0] seg;
    assign {CG, CF, CE, CD, CC, CB, CA} = seg;
    initial begin
        prices[0] = 8'd5;
        prices[1] = 8'd10;
        prices[2] = 8'd15;
        prices[3] = 8'd20;
        prices[4] = 8'd65;
        prices[5] = 8'd130;
        LED[0] = 1;
    end
    ButtonDebounce bd (
        .CLK100MHZ(CLK100MHZ),
        .SW(SW),
        .money(inputButton), 
        .totalMoney(totalMoneySave)
    );
    SegmentDisplay display (
        .CLK100MHZ(CLK100MHZ),
        .ProductID(SW),
        .Int(totalMoney / 10),        
        .Float(totalMoney % 10),
        .MoneyInput(totalMoney), 
        .AN(AN),
        .seg(seg), 
        .DP(DP)
    );
    always @(SW) begin
        if (SW > 6 || SW < 1)
            itemPrice <= 8'd0; 
        else
            itemPrice <= prices[SW - 1];
    end
    always @(posedge CLK100MHZ) begin
        inputButton <= {BTNC, BTNU, BTNL, BTNR};  
    end
    always @(posedge CLK100MHZ) begin
        totalMoney <= totalMoneySave;
    end
    always @(posedge CLK100MHZ) begin
        if (totalMoney >= itemPrice && itemPrice > 0) 
            LED[0] <= 1;  
        else
            LED[0] <= 0;    
    end
endmodule
`timescale 1ns / 1ps
module SegmentDisplay (
    input CLK100MHZ,
    input [2:0] ProductID,
    input [3:0] Int,  
    input [3:0] Float,
    input [7:0] MoneyInput,             
    output reg [7:0] AN = 8'b1111_1111,         
    output reg [6:0] seg = 7'b111_1111, 
    output wire DP
);
    localparam STATE_SHOW_PRODUCT = 1'b0;   
    localparam STATE_SHOW_AMOUNT  = 1'b1;   
    reg current_state = STATE_SHOW_PRODUCT;
    reg [19:0] clkdiv = 0;
    wire [1:0] s;   
    assign s = clkdiv[19:18];
    assign DP = !((current_state == STATE_SHOW_AMOUNT) && (s == 2'b01));
    always @(posedge CLK100MHZ) begin
        clkdiv <= clkdiv + 1;
    end
    always @(posedge CLK100MHZ) begin
        if (MoneyInput != 8'b0) 
            current_state <= STATE_SHOW_AMOUNT;  
        else
            current_state <= STATE_SHOW_PRODUCT;
    end
    always @(*) begin
        case (current_state)
            STATE_SHOW_PRODUCT: begin
                case (s)
                    2'b00: begin
                        if (ProductID >= 1 && ProductID <= 6) begin
                            AN = 8'b1101_1111; 
                            seg = bcd_to_7seg(ProductID);
                        end
                    end
                    default: begin
                        AN = 8'b1111_1111; 
                        seg = 7'b111_1111;
                    end
                endcase
            end
            STATE_SHOW_AMOUNT: begin
                case (s)
                    2'b00: begin
                        AN = 8'b1101_1111; 
                        seg = bcd_to_7seg(Int); 
                    end
                    2'b01: begin
                        AN = 8'b1011_1111; 
                        seg = bcd_to_7seg(Float); 
                    end
                    default: begin
                        AN = 8'b1111_1111; 
                        seg = 7'b111_1111;
                    end
                endcase
            end
            default: begin
                AN = 8'b1111_1111;  
                seg = 7'b111_1111;
            end
        endcase
    end
    function [6:0] bcd_to_7seg(input [3:0] bcd);
        case (bcd)
            4'd0: bcd_to_7seg = 7'b100_0000;
            4'd1: bcd_to_7seg = 7'b111_1001;
            4'd2: bcd_to_7seg = 7'b010_0100;
            4'd3: bcd_to_7seg = 7'b011_0000;
            4'd4: bcd_to_7seg = 7'b001_1001;
            4'd5: bcd_to_7seg = 7'b001_0010;
            4'd6: bcd_to_7seg = 7'b000_0010;
            4'd7: bcd_to_7seg = 7'b111_1000;
            4'd8: bcd_to_7seg = 7'b000_0000;
            4'd9: bcd_to_7seg = 7'b001_0000;
            default: bcd_to_7seg = 7'b111_1111;
        endcase
    endfunction
endmodule
```
`./run.sh`:
```
#!/bin/bash
# OpenROAD 26Q1-2900-gdf79404cd8, Yosys 0.63+post, stock flow scripts
make -C /OpenROAD-flow-scripts/flow DESIGN_CONFIG=/design/flow/config.mk WORK_HOME=/design/flow/orfs finish
```
`./config.mk`:
```
export PLATFORM = sky130hd
export DESIGN_NAME = BuyProduct
export DESIGN_NICKNAME = BuyProduct
export VERILOG_FILES = /design/flow/design.v
export SDC_FILE = /design/flow/constraint.sdc
export NUM_CORES = 4
export LEC_CHECK = 1
export CORE_AREA = 10 10 105 105
export DIE_AREA = 0 0 115 115
```
`./constraint.sdc`:
```
current_design BuyProduct

set clk_period 3.5
set clk_io_pct 0.2

create_clock -name clk0 -period $clk_period [get_ports {CLK100MHZ}]

set non_clock_inputs [all_inputs -no_clocks]
set_input_delay [expr $clk_period * $clk_io_pct] -clock clk0 $non_clock_inputs
set_output_delay [expr $clk_period * $clk_io_pct] -clock clk0 [all_outputs]
```
==> impl_metrics.env <==
# yosys + openroad results
export IMPL_io_buffer_count=12
export IMPL_drv_slew=0
export IMPL_setup_viol=0
export IMPL_synthDominantCellAreaShare_pct=36.8
export IMPL_stdcell_count=241
export IMPL_pwr_share_seq_pct=59.1
export IMPL_grt_util_all_layers_pct=2.32
export IMPL_pwr_share_clk_pct=36.6
export IMPL_period_needed_ns=1.72
export IMPL_die_size_y_um=115
export IMPL_synth_seq_cells=29
export IMPL_grt_start_max_net_pins=13
export IMPL_cts_tree="done"
export IMPL_post_dp_cell_area_um2=1360
export IMPL_log_warning_count=33
export IMPL_fin_crit_sh_pct=49.1
export IMPL_viasPerCell=3.02
export IMPL_drive_gt1_share_pct=8.27
export IMPL_cp_cell_sequence="clkdlybuf4s50_1"
export IMPL_final_core_util_pct=16.0
export IMPL_routedWlPerCell_um=6.61
export IMPL_die_x_um=115
export IMPL_gr_total_overflow=0
export IMPL_grt_pass1_vias=654
export IMPL_antenna_diode_count=0
export IMPL_unclocked_regs=8
export IMPL_ctsResizeCount=0
export IMPL_worstPathRequired_ns=2.80
export IMPL_hold_path_class="reg -> reg"
export IMPL_clock_skew_ns=0.00579
export IMPL_gp_congestion=0.774
export IMPL_pwr_share_comb_pct=4.3
export IMPL_dp_hpwl_mm=1.29
export IMPL_synth_cell_type_count=27
export IMPL_yosysTopAreaCell="dfxtp_1"
export IMPL_netlist_area_um2=1140
export IMPL_timing_fmax_ghz=0.582
export IMPL_startpoint_type="flip-flop"
export IMPL_yosys_area_um2=1140
export IMPL_ant_nets=0
export IMPL_dp_slack_ns=1.83
export IMPL_p_int_uw=331
export IMPL_final_hold_violation_count=0
export IMPL_rsz0062_at_grt="false"
export IMPL_setup_tns_ns=0
export IMPL_drc_errors=0
export IMPL_drtPass1Iterations=2
export IMPL_place_inst=237
export IMPL_p_sw_share_pct=19.8
export IMPL_cts_hold_buffers=0
export IMPL_path_buffers=1
export IMPL_top_cells_by_area="dfxtp_1 (37%), dlxtn_1 (11%), xnor2_1 (7.7%), ha_1 (6.6%), xor2_1 (6.1%)"
export IMPL_powerDensity_nw_per_um2=294
export IMPL_avgSynthCellArea_um2=9.60
export IMPL_clk_pin_slew_worst_paths_ns=0.07
export IMPL_cts_buffers=3
export IMPL_syn_inst=119
export IMPL_vias=728
export IMPL_untimed_endpoints=16
export IMPL_io_pins=25
export IMPL_design_area_um2=1410
export IMPL_fp_coreArea_um2=8760
export IMPL_post_cts_buffers=0
export IMPL_grt_pass1_wl_mm=2.69
export IMPL_antenna_found_initial=0
export IMPL_die_area_um2=13200
export IMPL_area_growth_pct=23.1
export IMPL_htreeDepth=1
export IMPL_drv_cap=0
export IMPL_row_count=34
export IMPL_leakage_uw=0.000565
export IMPL_fin_ws_ns=1.78
export IMPL_critPathMaxStageDelay_ns=0.46
export IMPL_irDropWorstVdd_mv=0.275
export IMPL_status="completed"
export IMPL_cts_root_buf="clkbuf_8"
export IMPL_yosys_warnings=21
export IMPL_insertion_delay_ns=0.25
export IMPL_drt_iter0_markers=14
export IMPL_fp_util_pct=13.0
export IMPL_critical_path_top_delay_family="buffers and inverters"
export IMPL_switching_power_uw=81.9
export IMPL_worstPathArrival_ns=1.02
export IMPL_critPathKind="reg -> out"
export IMPL_slowest_stage="clkdlybuf4s50_1"
export IMPL_crit_path_end_kind="primary output"
export IMPL_clk_path_buf_depth=2
export IMPL_worstPathMaxFanout=1
export IMPL_ys_cells=119
export IMPL_wirelength_mm=1.59
[flip-flops by register name, indices dropped and copies added, names as in the netlist]
| name | count |
|---|---|
| LED | 1 |
| display.AN | 1 |
| display.clkdiv | 20 |
| display.seg | 7 |
[final cells by class]
class / count / area (um^2)
Multi-Input combinational cell: 81 / 538
Sequential cell: 29 / 541
Timing Repair Buffer: 12 / 120
Tap cell: 108 / 135
Clock buffer: 3 / 41.3
Fill cell: 989 / 7360
Clock inverter: 1 / 5.00
Inverter: 7 / 26.3
[per-stage QoR]
step,hold WS [ns],power [uW]
final,0.421,413
after global routing,0.455,437
after CTS,0.426,423
after detailed placement,0.408,268
after global placement,0.402,268
after floorplan,0.393,266
[per-layer routing]
| layer | vias up | share of wire, % | track usage [%] |
|---|---|---|---|
| met5 | - | 0 | 0 |
| met2 | 17 | 40 | 3.75 |
| met3 | 0 | 10 | 1.05 |
| met1 | 313 | 50 | 2.94 |
| met4 | 0 | 0 | 0.0825 |
| li1 | 398 | - | - |
[cells in the mapped netlist]
cell / instances
dfxtp_1: 21
xnor2_1: 10
nand3_1: 9
buf_4: 8
dlxtn_1: 8
nand2_1: 8
xor2_1: 8
inv_1: 7
ha_1: 6
nor2_1: 6
o21ai_0: 4
and3_1: 3
conb_1: 2
nand2b_1: 2
nand4_1: 2
nor2_2: 2
nor2b_1: 2
nor4_1: 2
a31oi_1: 1
and4_1: 1
clkbuf_1: 1
nand3_2: 1
nand4_2: 1
nor3_1: 1
nor4_2: 1
or2_2: 1
or4_4: 1
[power by group through the flow]
stage | Clock, uW | Combinational, uW | Sequential, uW
final | 151 | 17.8 | 244
after CTS | 160 | 18.6 | 244
after global routing | 172 | 21.5 | 244
[cell families (layout without fill, tap and decap cells)]
kind of cell               Yosys count  after routing  share of synthesized area (%)
adders and majority gates            6              6                           6.57
xor gates and xnor gates            18             18                           13.8
DFF                                 21             21                           36.8
latches                              8              8                           10.5
buffers and inverters               16             23                           7.89
and+or+nand+nor                     43             43                           21.5
other                                2              9                          0.657
AOI/OAI and AO/OA                    5              5                           2.30
[cell usage in the layout, fill, tap and decap left out]
| cell type | count |
|---|---|
| conb_1 | 9 |
| clkinv_2 | 1 |
| and4_1 | 1 |
| nand2b_1 | 2 |
| and3_1 | 3 |
| nor2_1 | 6 |
| ha_1 | 6 |
| nor2_2 | 2 |
| dfxtp_1 | 21 |
| or4_4 | 1 |
| xor2_1 | 8 |
| nand2_1 | 8 |
| a31oi_1 | 1 |
| or2_2 | 1 |
| nand3_1 | 9 |
| nor4_2 | 1 |
| nand4_2 | 1 |
| nor4_1 | 2 |
| inv_1 | 7 |
| nor2b_1 | 2 |
| clkbuf_8 | 3 |
| nand4_1 | 2 |
| nand3_2 | 1 |
| clkdlybuf4s50_1 | 12 |
| dlxtn_1 | 8 |
| nor3_1 | 1 |
| xnor2_1 | 10 |
| o21ai_0 | 4 |
[final timing paths]
path                            slack, ns               from  cells after the start                 end
worst min register to register       0.42  display.clkdiv[0]                      1   display.clkdiv[0]
worst max register to register       1.85  display.clkdiv[0]                      5  display.clkdiv[14]
worst max-delay path                 1.78                LED                      1              LED[0]
worst min-delay path                 0.42  display.clkdiv[0]                      1   display.clkdiv[0]
Power and IR drop assume default switching activity.
