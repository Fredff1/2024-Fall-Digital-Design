[flow/run.sh]
#!/bin/bash
# OpenROAD 26Q1-2900-gdf79404cd8, Yosys 0.63+post, stock flow scripts
make -C /OpenROAD-flow-scripts/flow DESIGN_CONFIG=/design/flow/config.mk WORK_HOME=/design/flow/orfs finish
[flow/config.mk]
export PLATFORM = sky130hd
export DESIGN_NAME = Controller
export DESIGN_NICKNAME = Controller
export VERILOG_FILES = /design/flow/design.v
export SDC_FILE = /design/flow/constraint.sdc
export NUM_CORES = 4
export LEC_CHECK = 1
export CORE_UTILIZATION = 40
[flow/constraint.sdc]
current_design Controller

set clk_period 6.0
set clk_io_pct 0.2

create_clock -name clk0 -period $clk_period [get_ports {CLK100MHZ}]

set non_clock_inputs [all_inputs -no_clocks]
set_input_delay [expr $clk_period * $clk_io_pct] -clock clk0 $non_clock_inputs
set_output_delay [expr $clk_period * $clk_io_pct] -clock clk0 [all_outputs]
[flow/design.v]
`timescale 1ns / 1ps
module Controller(
    input wire CLK100MHZ,                 
    input wire rst,           
    input wire [2:0] item_type,
    input wire [3:0] money_input,
    input wire reset_money_input,
    output reg purchase_success,     
    output [6:0] seg, 
    output [7:0] AN,
    output DP
    );
    reg [7:0] amount_paid;
    reg [7:0] item_price;
    wire [3:0] debounced_money_input;
    reg button_pressed;
    Debounce_money debounce_inst (
        .CLK100MHZ(CLK100MHZ),               
        .rst(rst),                     
        .money_input(money_input),     
        .stable_money_input(debounced_money_input)  
    );
        always @(posedge CLK100MHZ or posedge rst) begin
        if (rst) begin
            amount_paid <= 0;
            item_price <= 0;
            purchase_success <= 0;
            button_pressed <= 0; 
        end else begin
            case (item_type)
                3'b001:begin
                  item_price <= 1;
                end
                3'b010: begin
                    item_price <= 2;
                end
                3'b011: begin
                    item_price <= 3;
                end
                3'b100: begin
                    item_price <= 4;
                end
                3'b101: begin
                    item_price <= 13;
                end
                3'b110: begin
                    item_price <= 26;
                end
                default: begin
                item_price <= 0;  
                purchase_success <= 0;
                amount_paid<=0;
                end
            endcase
            if (debounced_money_input != 0 && !button_pressed) begin
                case (debounced_money_input)
                    4'b0001: amount_paid <= amount_paid + 1;  
                    4'b0010: amount_paid <= amount_paid + 2;   
                    4'b0100: amount_paid <= amount_paid + 4;   
                    4'b1000: amount_paid <= amount_paid + 10;  
                endcase
                button_pressed <= 1; 
            end else if (debounced_money_input == 0) begin
                button_pressed <= 0;
            end
            if (amount_paid >= item_price&&item_price>0) begin
                purchase_success <= 1;
            end
            else begin
                purchase_success<=0;
            end
        end
    end
    HexTo7Segment display (
        .CLK100MHZ(CLK100MHZ),
        .item_type(item_type),
        .amount_paid(amount_paid),
        .AN(AN),
        .seg(seg),
        .DP(DP)
   );
endmodule
`timescale 1ns / 1ps
module Debounce_money(
    input wire CLK100MHZ,                 
    input wire rst,           
    input wire [3:0] money_input,
    output reg [3:0] stable_money_input
    );
    reg [19:0] debounce_counter;   
    reg [3:0] money_input_prev;    
    always @(posedge CLK100MHZ or posedge rst) begin
        if (rst) begin
            debounce_counter <= 0;
            stable_money_input <= 0;
            money_input_prev <= 0;
        end else begin
            if (money_input == money_input_prev) begin
                debounce_counter <= debounce_counter + 1;
                if (debounce_counter == 20'hFFFFF) begin
                    stable_money_input <= money_input;    
                end
            end else begin
                debounce_counter <= 0;
                money_input_prev <= money_input;
            end
        end
    end
endmodule
`timescale 1ns / 1ps
module HexTo7Segment(
    input CLK100MHZ,          
    input[3:0] item_type,
    input [7:0] amount_paid,        
    output reg [7:0] AN,      
    output reg [6:0] seg,     
    output reg DP                  
    );
    reg [19:0] clkdiv;       
    reg [3:0] yuan_tens, yuan_units, jiao_units;  
    integer total_jiao;
    always @(posedge CLK100MHZ) begin
        clkdiv <= clkdiv + 1;
    end
    always @(*) begin
        total_jiao = amount_paid * 5;    
        yuan_tens = (total_jiao / 10) / 10;    
        yuan_units = (total_jiao / 10) % 10;   
        jiao_units = total_jiao % 10;         
    end
    wire [1:0] s = clkdiv[19:18];       
    always @(*) begin
        case(s)
            2'b00: begin
                AN = 8'b11111110;                  
                seg = hex_to_7seg(item_type);  
                DP=1; 
            end
            2'b01: begin
                AN = 8'b11111101;                  
                seg = hex_to_7seg(jiao_units);  
                DP=1; 
            end
            2'b10: begin
                AN = 8'b11111011;                  
                seg = hex_to_7seg(yuan_units); 
                DP=0; 
            end
            2'b11: begin
                AN = 8'b11110111;                  
                seg=hex_to_7seg(yuan_tens);
                DP=1; 
            end
        endcase
    end
    function [6:0] hex_to_7seg;
        input [3:0] hex;
        case (hex)
            4'h0: hex_to_7seg = 7'b1000000;
            4'h1: hex_to_7seg = 7'b1111001;
            4'h2: hex_to_7seg = 7'b0100100;
            4'h3: hex_to_7seg = 7'b0110000;
            4'h4: hex_to_7seg = 7'b0011001;
            4'h5: hex_to_7seg = 7'b0010010;
            4'h6: hex_to_7seg = 7'b0000010;
            4'h7: hex_to_7seg = 7'b1111000;
            4'h8: hex_to_7seg = 7'b0000000;
            4'h9: hex_to_7seg = 7'b0010000;
            4'hA: hex_to_7seg = 7'b0001000;
            4'hB: hex_to_7seg = 7'b0000011;
            4'hC: hex_to_7seg = 7'b1000110;
            4'hD: hex_to_7seg = 7'b0100001;
            4'hE: hex_to_7seg = 7'b0000110;
            4'hF: hex_to_7seg = 7'b0001110;
            default: hex_to_7seg = 7'b1111111; 
        endcase
    endfunction
endmodule
==> results.json <==
{
  "avgViaCountPerCell": 5.431,
  "critPathLaunch": "amount_paid[4]$_DFF_PP0_",
  "async_reset_ff_share_pct": 68.25,
  "setup_viol": 7,
  "ys_types": 92,
  "grt_pass1_wl_microns": 31040,
  "syn_area_per_cell_sq_um": 7.898,
  "num_antenna_cells": 0,
  "slew_violations": 0,
  "chipArea_sq_um": 17070,
  "drc": 0,
  "worst_hold_path_type": "reg2reg",
  "clock_latency_ns": 0.33,
  "vdd_drop_max_mv": 0.2737,
  "drv_cap": 0,
  "cp.required_ns": 4.80,
  "fin_crit_ns": 9.236,
  "run_status": "complete, but fails checks",
  "rows": 46,
  "maxUsedRoutingLayer": "met4",
  "flop_cell": "dfrtp_1",
  "layout-drive-gt1-share_pct": 39.17,
  "dieHeight_microns": 130.6,
  "edf_count": 0,
  "cp_top_family": "AND-OR/OR-AND gates",
  "nFillCells": 1322,
  "grt_pass1_vias": 6574,
  "violations": "setup timing",
  "track_usage_pct": 22.58,
  "max-slew-margin-rel_pct": 44.76,
  "clkTransAtPathRegs_ns": 0.05,
  "gr-total-overflow": 0,
  "hp-start": "display.clkdiv[0]$_DFF_P_",
  "syn_to_final_growth_pct": 50.45,
  "wl_met3_microns": 592,
  "warnings": 54,
  "ys.warnings.count": 4,
  "crit_top_cell": "buf_6",
  "critical_path_peak_fanout": 5,
  "wl_met2_microns": 8260,
  "utilization_pct": 62.24,
  "antenna_found_initial": 0,
  "area_leaders": "dfrtp_1 (16%), ha_1 (11%), dfxtp_1 (6.0%)",
  "slowest_delay_ns": 0.52,
  "num_vias": 7066,
  "clock_skew_ns": 0.007967,
  "htreeDepth": 3,
  "dieWidth_microns": 130.6,
  "cts.root.buffer_cell": "clkbuf_16",
  "clockBufferDepth": 2,
  "portBuffers": 21,
  "yosysTopAreaCell": "dfrtp_1",
  "yosys_cells": 838,
  "ys_ff": 63,
  "hpwl_microns": 13590,
  "hold_viol": 0,
  "gp_congestion": 0.9472,
  "core_util_floorplan_pct": 41.37,
  "max_freq_mhz": 108.3,
  "power_density_nw_per_um2": 113.2,
  "layout_setup_ws_ns": -3.236,
  "ys_top_cells_by_count": "nor2_1 (93), nand2_1 (69), ha_1 (58)",
  "ys_area_sq_um": 6619,
  "drtIter0Drc": 327,
  "yosysMostFrequentCell": "nor2_1",
  "cts_tree": "yes",
  "grt_max_degree": 44,
  "leakage_nw": 4.316,
  "rsz0062_at_grt": "true",
  "synth_seq_share_pct": 22.31,
  "cp_slowest_cell": "or4b_4",
  "top_area_share_pct": 16.26,
  "cts_hold_buf": 0,
  "netlist_area_sq_um": 6619,
  "tritoncts.num_buffers": 9,
  "cts.sinks": 63,
  "core_sq_um": 16000,
  "io_pins": 27,
  "tightest_slew_ns": 0.8210,
  "wl_met1_microns": 9363,
  "worst_setup_path_start_kind": "flip-flop",
  "final_area_sq_um": 9958,
  "drtAntennaViolNets": 0,
  "wl_per_cell_microns": 14.19,
  "min_period_over_period_pct": 153.9,
  "crit_arrival_ns": 8.04,
  "dr.pass1.iters": 5,
  "synth_cells": 838,
  "r2r-start": "debounce_inst.debounce_counter[0]$_DFF_PP0_",
  "path_buffers": 9,
  "wl_microns": 18460,
  "cp-end-kind": "primary output",
  "placed_area_sq_um": 8713,
  "criticalPathCategory": "reg2out"
}
==> repair_timing <==
action                     CTS  global route
pin swaps                   66            53
gates resized               99            68
setup buffers               90            16
setup endpoints to repair    7             7
==> cell families (layout without fill, tap and decap cells) <==
| logic type | Yosys count | count (layout) | synth area share (%) |
|---|---|---|---|
| flip-flops | 63 | 63 | 22.31 |
| AND-OR/OR-AND | 240 | 240 | 26.14 |
| adder cells (fa/ha/maj) | 61 | 61 | 11.59 |
| AND/OR/NAND/NOR | 308 | 308 | 22.46 |
| buffers and inverters | 86 | 330 | 5.935 |
| other | 1 | 4 | 0.05666 |
| multiplexers | 19 | 19 | 3.459 |
| XOR/XNOR | 60 | 60 | 8.053 |
==> worst register-to-register path, stage by stage (launching register included) <==
cell	delay [ns]
dfrtp_1	0.38
ha_1	0.22
and3_1	0.25
nand4_1	0.23
nor4_1	0.74
mux2_2	0.41
==> registers in the layout, summed over array words and instances, names as in the netlist <==
register / flops
display.clkdiv: 20
debounce_inst.stable_money_input: 4
item_price: 5
debounce_inst.money_input_prev: 4
amount_paid: 8
purchase_success: 1
button_pressed: 1
debounce_inst.debounce_counter: 20
==> worst paths after layout <==
check                                                                       end  slack (ns)  cells past startpoint
max in group asynchronous                              amount_paid[2]$_DFF_PP0_        4.29                      3
worst min-delay path                                  display.clkdiv[0]$_DFF_P_        0.42                      1
worst max-delay path                                                     seg[3]       -3.24                     37
worst max register to register  debounce_inst.stable_money_input[3]$_DFFE_PP0P_        3.65                      5
worst min register to register                        display.clkdiv[0]$_DFF_P_        0.42                      1
min in group asynchronous          debounce_inst.debounce_counter[17]$_DFF_PP0_        1.33                      3
==> layer usage <==
layer / GRT usage (%) / vias up
li1: - / 3570
met1: 36.09 / 3345
met2: 35.29 / 131
met3: 1.410 / 20
met4: 1.961 / 0
met5: 0 / -
==> final cells by class <==
cell class,count,area (sq um),area share (%)
Sequential cell,63,1478,14.84
Multi-Input combinational cell,692,5627,56.50
Inverter,46,195.2,1.960
Clock inverter,1,5.005,0.05026
Timing Repair Buffer,268,2116,21.25
Clock buffer,15,267.8,2.689
Tap cell,216,270.3,2.714
==> where the power goes <==
part | switching [mW] | internal [mW]
combinational | 0.114 | 0.112
sequential | 0.00403 | 0.430
clock | 0.166 | 0.301
total | 0.284 | 0.843
==> cells in the final DEF (no fill, tap or decap), types with 5 or more instances in the layout <==
cell,synthesis,final
nand2b_1,6,6
mux2i_1,9,7
o21ai_0,49,37
or3_1,8,6
buf_2,4,7
dfxtp_1,20,20
ha_1,58,40
buf_6,5,21
o21ai_2,1,8
dfrtp_1,43,42
and2_1,9,5
clkdlybuf4s50_1,0,14
xor2_1,21,21
nand3_1,36,34
mux2_2,7,6
a21o_1,6,6
inv_2,1,8
a21oi_1,41,29
a31oi_1,15,14
nor4_1,8,7
a21oi_2,2,10
ha_4,0,15
xnor2_1,38,36
nand4_1,7,7
o211a_1,7,6
and3_1,17,16
o21ai_1,4,7
a211o_1,7,6
o211ai_1,15,15
or2_2,10,7
buf_4,6,225
o21a_1,7,6
inv_1,43,32
a211oi_1,11,10
nand2_1,69,64
nor2_2,1,5
nor2_1,93,87
clkbuf_16,0,9
nor3_1,25,21
==> metrics by stage <==
step                hold WS (ns)  TNS (ns)  worst slack, ns  total power [mW]  cells
finish                    0.4227    -21.59           -3.236             1.127   1301
global route              0.4435    -23.91           -3.548             1.178   1301
CTS                       0.4163    -21.45           -3.247             1.121   1288
detailed placement        0.3980    -22.98           -3.422            0.6357   1246
global placement          0.3959    -22.83           -3.400            0.6369   1246
floorplan                 0.3790    -19.54           -2.957            0.5609    841
No activity file was given, so power comes from the tool's default toggle rates.
